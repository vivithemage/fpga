[flow/config.mk]
export PLATFORM = sky130hd
export DESIGN_NAME = cpu_2
export DESIGN_NICKNAME = cpu_2
export VERILOG_FILES = /design/flow/design.v
export SDC_FILE = /design/flow/constraint.sdc
export NUM_CORES = 4
export LEC_CHECK = 1
export CORE_UTILIZATION = 50
[flow/constraint.sdc]
current_design cpu_2

set clk_period 9.6
set clk_io_pct 0.2

create_clock -name clk0 -period $clk_period [get_ports {clk}]

set non_clock_inputs [all_inputs -no_clocks]
set_input_delay [expr $clk_period * $clk_io_pct] -clock clk0 $non_clock_inputs
set_output_delay [expr $clk_period * $clk_io_pct] -clock clk0 [all_outputs]
[flow/design.v]
module cpu_2 (
    input clk,
    input rst,
    output reg write,
    output reg read,
    output reg [7:0] address,
    output reg [7:0] dout,
    input [7:0] din
  );
  reg [127:0] M_reg_d, M_reg_q = 1'h0;
  wire [16-1:0] M_instRom_inst;
  reg [8-1:0] M_instRom_address;
  instRom_3 instRom (
    .address(M_instRom_address),
    .inst(M_instRom_inst)
  );
  reg [3:0] op;
  reg [3:0] arg1;
  reg [3:0] arg2;
  reg [3:0] dest;
  reg [7:0] constant;
  always @* begin
    M_reg_d = M_reg_q;
    write = 1'h0;
    read = 1'h0;
    address = 8'bxxxxxxxx;
    dout = 8'bxxxxxxxx;
    M_instRom_address = M_reg_q[0+7-:8];
    M_reg_d[0+7-:8] = M_reg_q[0+7-:8] + 1'h1;
    op = M_instRom_inst[12+3-:4];
    dest = M_instRom_inst[8+3-:4];
    arg1 = M_instRom_inst[4+3-:4];
    arg2 = M_instRom_inst[0+3-:4];
    constant = M_instRom_inst[0+7-:8];
    case (op)
      4'h1: begin
        read = 1'h1;
        M_reg_d[(dest)*8+7-:8] = din;
        address = M_reg_q[(arg1)*8+7-:8] + arg2;
      end
      4'h2: begin
        write = 1'h1;
        dout = M_reg_q[(dest)*8+7-:8];
        address = M_reg_q[(arg1)*8+7-:8] + arg2;
      end
      4'h3: begin
        M_reg_d[(dest)*8+7-:8] = constant;
      end
      4'h4: begin
        M_reg_d[(dest)*8+7-:8] = M_reg_q[(arg1)*8+7-:8] < M_reg_q[(arg2)*8+7-:8];
      end
      4'h5: begin
        M_reg_d[(dest)*8+7-:8] = M_reg_q[(arg1)*8+7-:8] == M_reg_q[(arg2)*8+7-:8];
      end
      4'h6: begin
        if (M_reg_q[(dest)*8+7-:8] == constant) begin
          M_reg_d[0+7-:8] = M_reg_q[0+7-:8] + 2'h2;
        end
      end
      4'h7: begin
        if (M_reg_q[(dest)*8+7-:8] != constant) begin
          M_reg_d[0+7-:8] = M_reg_q[0+7-:8] + 2'h2;
        end
      end
      4'h8: begin
        M_reg_d[(dest)*8+7-:8] = M_reg_q[(arg1)*8+7-:8] + M_reg_q[(arg2)*8+7-:8];
      end
      4'h9: begin
        M_reg_d[(dest)*8+7-:8] = M_reg_q[(arg1)*8+7-:8] - M_reg_q[(arg2)*8+7-:8];
      end
      4'ha: begin
        M_reg_d[(dest)*8+7-:8] = M_reg_q[(arg1)*8+7-:8] << M_reg_q[(arg2)*8+7-:8];
      end
      4'hb: begin
        M_reg_d[(dest)*8+7-:8] = M_reg_q[(arg1)*8+7-:8] >> M_reg_q[(arg2)*8+7-:8];
      end
      4'hc: begin
        M_reg_d[(dest)*8+7-:8] = M_reg_q[(arg1)*8+7-:8] & M_reg_q[(arg2)*8+7-:8];
      end
      4'hd: begin
        M_reg_d[(dest)*8+7-:8] = M_reg_q[(arg1)*8+7-:8] | M_reg_q[(arg2)*8+7-:8];
      end
      4'he: begin
        M_reg_d[(dest)*8+7-:8] = ~M_reg_q[(arg1)*8+7-:8];
      end
      4'hf: begin
        M_reg_d[(dest)*8+7-:8] = M_reg_q[(arg1)*8+7-:8] ^ M_reg_q[(arg2)*8+7-:8];
      end
    endcase
  end
  always @(posedge clk) begin
    if (rst == 1'b1) begin
      M_reg_q <= 1'h0;
    end else begin
      M_reg_q <= M_reg_d;
    end
  end
endmodule
module instRom_3 (
    input [7:0] address,
    output reg [15:0] inst
  );
  always @* begin
    inst = 16'h0000;
    case (address)
      1'h0: begin
        inst = 16'h3200;
      end
      1'h1: begin
        inst = 16'h3180;
      end
      2'h2: begin
        inst = 16'h2210;
      end
      2'h3: begin
        inst = 16'h3101;
      end
      3'h4: begin
        inst = 16'h8221;
      end
      3'h5: begin
        inst = 16'h3f01;
      end
      3'h6: begin
        inst = 16'h3007;
      end
      3'h7: begin
        inst = 16'h3b00;
      end
      4'h8: begin
        inst = 16'h3c00;
      end
      4'h9: begin
        inst = 16'h3d00;
      end
      4'ha: begin
        inst = 16'h3101;
      end
      4'hb: begin
        inst = 16'h8bb1;
      end
      4'hc: begin
        inst = 16'h6b00;
      end
      4'hd: begin
        inst = 16'h300b;
      end
      4'he: begin
        inst = 16'h8cc1;
      end
      4'hf: begin
        inst = 16'h6c00;
      end
      5'h10: begin
        inst = 16'h300b;
      end
      5'h11: begin
        inst = 16'h8dd1;
      end
      5'h12: begin
        inst = 16'h6d00;
      end
      5'h13: begin
        inst = 16'h300b;
      end
      5'h14: begin
        inst = 16'h3100;
      end
      5'h15: begin
        inst = 16'h80f1;
      end
    endcase
  end
endmodule
[flow/run.sh]
#!/bin/bash
# OpenROAD 26Q1-2900-gdf79404cd8, Yosys 0.63+post, stock flow scripts
make -C /OpenROAD-flow-scripts/flow DESIGN_CONFIG=/design/flow/config.mk WORK_HOME=/design/flow/orfs finish
==> GITHUB_STEP_SUMMARY <==
## Implementation flow summary

| Metric | Value |
|---|---|
| Status | `did not finish` |
| Stage reached | `5_1_grt` |
| Error | `[ERROR GRT-0116] Global routing finished with congestion. Check the congestion regions in the DRC Viewer.` |
| Synth flops | `128` |
| Setup Slack @ Placement | `2140 ps` |
| Largest area contributor in the netlist | `dfxtp_1` |
| Number of enable flip-flop cells | `0` |
| Die Wd | `between 150 and 200 um` |
| Commonest cells post-synth | `nand2_1, a21oi_1, nor2_1` |
| Yosys warnings | `2` |
| Ports | `28` |
| Netlist cell types | `117` |
| CTS Buf Count | `17` |
| Placed Instances | `3116` |
| Top-count cell post-synth | `nand2_1` |
| Post-synth design cell area | `18300 um2` |
| Cells in synth_stat.txt | `2739` |
| H-tree Lvls | `4` |
| Global Route Usage Sum | `roughly four fifths` |
| Floorplan core density | `51.1%` |
| Overflow after GRT | `14` |
| CTS resizes | `0` |
| First-pass GRT wire length | `204 mm` |
| Seq/Total Area, Yosys | `14.0%` |
| Area post-placement | `19200 um2` |
| Asr flop ratio synth | `0%` |
| Top cell area share | `14.0%` |
| YS chip area | `between 15000 and 20000 um2` |
| Die height | `193 um` |
| CTS sink cnt | `128` |
| Root Driver | `clkbuf_16` |
| Mapped Avg Cell Area | `6.67 um2` |
| Top cells by area | `dfxtp_1, nand2_1, a21oi_1, o21ai_0, nor2_1` |
| CTS Hold Bufs | `0` |
| Routability Congestion | `1.36` |
| DPL Wire Length | `~99 mm` |
| Largest net degree at the start of global routing | `59` |
| Most used flip-flop cell | `dfxtp_1` |
| Vias in the first global route | `27100` |
| Cell Rows | `roughly 70` |
| Post-Syn Instances | `~2700` |
| Buffer count from post-CTS setup fixing | `0` |
| Port bufs | `27` |
| CTS max path bufs | `2` |
==> layer usage <==
layer	global-route usage [%]	GRT overflow
met4	69.5	5
met3	72.1	2
met5	59.3	0
met2	87.9	6
met1	83.6	1
==> cell families after synthesis <==
| group | Yosys count | synth area share [%] |
|---|---|---|
| AOI/OAI and AO/OA | 1129 | 43.3 |
| and+or+nand+nor | 1042 | 26.0 |
| buffers and inverters | 293 | 6.88 |
| DFF | 128 | 14.0 |
| muxes | 71 | 4.99 |
| adders and majority gates | 43 | 2.97 |
| xor gates and xnor gates | 33 | 1.75 |
