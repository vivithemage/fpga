### flow/config.mk
export PLATFORM = sky130hd
export DESIGN_NAME = greeter
export DESIGN_NICKNAME = greeter
export VERILOG_FILES = /design/flow/design.v
export SDC_FILE = /design/flow/constraint.sdc
export NUM_CORES = 4
export LEC_CHECK = 1
export CORE_AREA = 10 10 70 70
export DIE_AREA = 0 0 80 80
### flow/constraint.sdc
current_design greeter

set clk_period 1.7
set clk_io_pct 0.2

create_clock -name clk0 -period $clk_period [get_ports {clk}]

set non_clock_inputs [all_inputs -no_clocks]
set_input_delay [expr $clk_period * $clk_io_pct] -clock clk0 $non_clock_inputs
set_output_delay [expr $clk_period * $clk_io_pct] -clock clk0 [all_outputs]
### flow/design.v
module greeter (
    input clk,
    input rst,
    input new_rx,
    input [(4'd8)-1:0] rx_data,
    output reg new_tx,
    output reg [(4'd8)-1:0] tx_data,
    input tx_busy
  );
  parameter NUM_LETTERS = 4'd14;
  localparam IDLE_state = 2'd0;
  localparam GREET_state = 2'd1;
  reg [((2))-1:0] M_state_d, M_state_q = IDLE_state;
  reg [(($clog2(NUM_LETTERS)))-1:0] M_count_d, M_count_q = 0;
  wire [(4'd8)-1:0] M_rom_letter;
  reg [(3'd4)-1:0] M_rom_address;
  hello_world_rom rom(
    .address(M_rom_address),
    .letter(M_rom_letter)
  );
  always @* begin
    M_state_d = M_state_q;
    M_count_d = M_count_q;
    M_rom_address = M_count_q;
    tx_data = M_rom_letter;
    new_tx = 1'd0;
    case (M_state_q)
      IDLE_state: begin
        M_count_d = 1'd0;
        if (new_rx && rx_data == "h") begin
          M_state_d = GREET_state;
        end
      end
      GREET_state: begin
        if (!tx_busy) begin
          M_count_d = M_count_q + 1'd1;
          new_tx = 1'd1;
          if (M_count_q == NUM_LETTERS - 1'd1) begin
            M_state_d = IDLE_state;
          end
        end
      end
    endcase
  end
  always @(posedge clk) begin
    M_count_q <= M_count_d;
    if (rst == 1'b1) begin
      M_state_q <= IDLE_state;
    end else begin
      M_state_q <= M_state_d;
    end
  end
endmodule
module hello_world_rom (
    input [(3'd4)-1:0] address,
    output reg [(4'd8)-1:0] letter
  );
  parameter TEXT = "\r\n!dlroW olleH";
  always @* begin
    letter = TEXT[((((address << 2'd3)+(4'd8)-1)))-:4'd8];
  end
endmodule
### flow/run.sh
#!/bin/bash
# OpenROAD 26Q1-2900-gdf79404cd8, Yosys 0.63+post, stock flow scripts
make -C /OpenROAD-flow-scripts/flow DESIGN_CONFIG=/design/flow/config.mk WORK_HOME=/design/flow/orfs finish
==> run summary <==
Physical implementation

The logic depth of the worst setup path including buffers is 8. Among all flip-flop cells after synthesis, the most frequent one is edfxtp_1. In the global route stage, met1 resource usage came out at 0.125.

Per the OpenROAD floorplan log, the area of the die is ~6400 um^2. The last timing report of the flow puts the setup violation total at 7. Counting every sink on the clock net gives 5.

The number of standard cells after synthesis is roughly 110. The via count of the first global-routing pass came to between 1,000 and 1,500. Dividing the detail-routed via count by the number of cells gives between 4 and 5. Tracing the worst setup path back leads to its startpoint at M_count_q[1]. Counting both buffers and inverters, the worst setup path holds a total of 3. The share of the clock period used by the worst path is 1.45.

The global-route usage over all layers is 0.0930. The violation count after the first detailed-routing iteration is about 44. The critical-path cell with the highest stage delay is edfxtp_1.

The termination of the worst setup path is tx_data[4]. The number of hold-slack violations in the final timing report is 0. The worst-case setup slack after placement is -0.831 ns. The tightest min-delay check is of the flip-flop to flip-flop type. The setup skew after layout is 0.00763 ns. The count of filler cells inserted in the layout is between 300 and 400. The endpoint of the most critical register-to-register path is M_state_q[0]. The initial core utilization is 0.271. The mean post-synth cell area is approximately 8.1 um^2.

The routed via count is around 1,100. After global routing, the most crowded layer is met2. In this run, synthesis produced a sequential element count of 5.

The CTS clock-pin slew for the worst setup and hold paths is roughly 0.05 ns. By area the synthesized netlist is led by edfxtp_1 (13%), ha_1 (6.8%), buf_2 (4.3%). The y dimension of the die is approximately 80 um. The routed design shows a wire length per standard cell of 13.4 um. The flow ran to the end, but the final reports show violations.

The count of tool warnings is 32. The number of H-tree levels is 1. STA classifies the critical path endpoint as an output port. In this run the horizontal extent of the chip is 80 um.

The global routing met3 resource utilization is 0.0455. Setup repair after global routing could not meet its margin everywhere. The critical path goes through inv_4 > ha_4 > or2_4 > o21a_1 > o211ai_2 > buf_4 > mux2i_4 > buf_2. The proportion of netlist area held by the largest area contributor is 0.130. The number of cells on the worst reg-to-reg path is 7. The pin count of the biggest net entering global routing is 17.

The share of post-route cells with drive strength above 1 is 0.489. No sink is reached through more buffers than the 2 on the longest clock path. The area of the placeable core is around 3400 um^2. The total grt overflow is 0.

The highest cell delay on the worst timing path is 0.46 ns. After layout, the minimum clock period comes to approximately 2.5 ns. Among cell families on the critical path, the largest total delay comes from flip-flops. The initial antenna violation count is 0. In this run the clock root is driven by a clkbuf_4. The portion of the post-synthesis area used by sequential elements is 0.151. In this run the tool buffered the top-level ports with 19 buffer cells. Max-cap violations in this run came to 0. The biggest area consumer among synthesized cells is edfxtp_1.

The number of rows in the core area is 21. The highest net fanout along the worst path is 5. The required time of the critical path is between 1 and 1.5 ns. In the Yosys report the total cell count is 114. According to the report, the first pass of detailed routing completed in 4 iterations.

The worst-case reg-to-reg setup slack stands at 0.08 ns. The worst vdd rail ir drop is 0.000424 V. In this run the critical register-to-register path is launched from M_count_q[0]. The post-synth count of flops with an enable pin is 4. Ranked by instance count, the synthesized netlist is headed by buf_2 (8), nand2_1 (8), nand2b_1 (6). In this run the power density over the cells is roughly 200 nW/um^2.

The total CTS buffers is 3. The data arrival at the endpoint of the critical path is approximately 2.1 ns. During synthesis, Yosys emitted a total of 2 warnings. The first-pass GRT wire length is 5020 um. The critical path start-end classification is flip-flop to output port. The sum of net half-perimeters after detailed placement is a little over 2000 um. The count of distinct cell types in the synthesized netlist is roughly 55. The number of antenna diodes in the final layout is 0. The flow reports an fmax of around 0.41 GHz.

The static leakage power is roughly 0.65 nW. Per the post-route antenna check, the number of violating nets is 0. TritonCTS built the clock tree. For met2 alone, demand over resource in global routing was 0.137. The post-route utilization of the core is recorded as 0.459.

The final max-slew violation count is 0. The chip area in the Yosys report is about 930 um^2. Relative to the synthesized area, the layout overhead comes to 69.3%. The final reports fail on negative setup slack. 21 I/O pins were placed. Once routing completed, OpenROAD measured the worst setup slack at -0.768 ns. The remaining routing DRC violations is 0. The skew report gives the latency at the later pin of the worst-skew pair as 0.24 ns. After synthesis the cells add up to approximately 930 um^2. The startpoint class of the critical path is a flip-flop.

The tightest hold margin is between 0.5 and 0.6 ns. The congestion estimate from routability-driven global placement came to between 0.8 and 0.9. Wires add up to 2940 um. In the synthesized netlist the async set-or-reset flop fraction comes to 0.
-- kinds of logic after synthesis --
group           synth area share
compound gates             0.319
xor+xnor                  0.0189
fa+ha+maj                 0.0676
buf+inv                    0.104
flops                      0.151
mux                       0.0568
other cells              0.00405
simple gates               0.278
-- layout by cell type (no fill, tap or decap), drive strengths merged, types with 2 or more instances in the layout --
master	instances
edfxtp	4
o21a	3
clkdlybuf4s50	11
o211ai	5
o32a	2
nor2	5
a2bb2oi	2
and2	2
nand2	9
ha	5
nand3	5
buf	56
a21oi	4
o21ai	6
nand2b	6
inv	4
a21boi	3
nor2b	4
mux2i	3
mux2	2
clkbuf	5
or3	2
-- metal layers --
metal | share of wire | routed length [um] | vias to the layer above
met2 | 0.43 | 1280 | 34
met1 | 0.46 | 1350 | 512
met3 | 0.10 | 301 | 2
li1 | - | - | 544
met5 | 0 | 0 | -
met4 | 0.0024 | 7 | 0
-- sequential cells by signal, summed over array words and instances (netlist names) --
| signal | flops |
|---|---|
| M_state_q | 1 |
| M_count_q | 4 |
-- metrics by stage --
stage	cell area (um^2)	power (mW)	TNS, ns	instances
4_1_cts	1510	0.312	-5.07	215
5_1_grt	1570	0.324	-5.71	220
3_5_place_dp	1320	0.173	-5.51	194
6_report	1570	0.307	-4.92	220
3_3_place_gp	1320	0.173	-5.35	194
2_1_floorplan	947	0.144	-2.57	114
-- where the power goes --
group,switching [mW],internal [mW]
Clock,0.0460,0.0886
Combinational,0.00962,0.0314
Sequential,0.000326,0.131
Total,0.0560,0.251
-- final cells by class --
class / instances / area [um^2] / share of cell area
Timing Repair Buffer: 69 / 563 / 0.359
Sequential cell: 5 / 141 / 0.0902
Multi-Input combinational cell: 92 / 762 / 0.486
Clock buffer: 4 / 26.3 / 0.0168
Inverter: 4 / 17.5 / 0.0112
Tap cell: 46 / 57.6 / 0.0367
-- how the worst min path moves through the flow --
stage,startpoint,end,cells after the start
global route,M_state_q[0],M_state_q[0],2
finish,M_state_q[0],M_state_q[0],2
CTS,M_state_q[0],M_state_q[0],2
-- worst reg2reg max path, stage by stage (launching register included) --
cell	delay [ns]
edfxtp_1	0.42
buf_4	0.17
buf_4	0.12
buf_4	0.17
ha_2	0.23
buf_4	0.15
a41o_1	0.22
nor2_1	0.07
-- timing repair --
item / CTS / global route
pin swaps: 14 / 13
buffers inserted: 18 / 6
hold buffers: 0 / 0
resized: 35 / 9
setup endpoints to repair: 8 / 8
Power and IR drop assume default switching activity.
