**flow/config.mk**
```make
export PLATFORM = sky130hd
export DESIGN_NAME = avr_interface
export DESIGN_NICKNAME = avr_interface
export VERILOG_FILES = /design/flow/design.v
export SDC_FILE = /design/flow/constraint.sdc
export NUM_CORES = 4
export LEC_CHECK = 1
export CORE_UTILIZATION = 30
```
**flow/run.sh**
```bash
#!/bin/bash
# OpenROAD 26Q1-2900-gdf79404cd8, Yosys 0.63+post, stock flow scripts
make -C /OpenROAD-flow-scripts/flow DESIGN_CONFIG=/design/flow/config.mk WORK_HOME=/design/flow/orfs finish
```
**flow/constraint.sdc**
```tcl
current_design avr_interface

set clk_period 3.1
set clk_io_pct 0.2

create_clock -name clk0 -period $clk_period [get_ports {clk}]

set non_clock_inputs [all_inputs -no_clocks]
set_input_delay [expr $clk_period * $clk_io_pct] -clock clk0 $non_clock_inputs
set_output_delay [expr $clk_period * $clk_io_pct] -clock clk0 [all_outputs]
```
**flow/design.v**
```verilog
module avr_interface #(
    parameter CLK_FREQ = 50000000,
    parameter BAUD = 500000
  )(
    input clk,
    input rst,
    input cclk,
    output reg spi_miso,
    input spi_mosi,
    input spi_sck,
    input spi_ss,
    output reg [(3'd4)-1:0] spi_channel,
    output reg tx,
    input rx,
    input [(3'd4)-1:0] channel,
    output reg new_sample,
    output reg [(4'd10)-1:0] sample,
    output reg [(3'd4)-1:0] sample_channel,
    input [(4'd8)-1:0] tx_data,
    input new_tx_data,
    output reg tx_busy,
    input tx_block,
    output reg [(4'd8)-1:0] rx_data,
    output reg new_rx_data
  );
  reg n_rdy;
  wire M_cclk_detector_ready;
  reg M_cclk_detector_cclk;
  cclk_detector #(.CLK_FREQ(CLK_FREQ)) cclk_detector(
    .clk(clk),
    .rst(rst),
    .cclk(M_cclk_detector_cclk),
    .ready(M_cclk_detector_ready)
  );
  wire M_spi_slave_miso;
  wire M_spi_slave_done;
  wire [(4'd8)-1:0] M_spi_slave_data_out;
  reg M_spi_slave_ss;
  reg M_spi_slave_mosi;
  reg M_spi_slave_sck;
  reg [(4'd8)-1:0] M_spi_slave_data_in;
  spi_slave #(.CPOL(0), .CPHA(0)) spi_slave(
    .clk(clk),
    .rst(n_rdy),
    .ss(M_spi_slave_ss),
    .mosi(M_spi_slave_mosi),
    .sck(M_spi_slave_sck),
    .data_in(M_spi_slave_data_in),
    .miso(M_spi_slave_miso),
    .done(M_spi_slave_done),
    .data_out(M_spi_slave_data_out)
  );
  wire [(4'd8)-1:0] M_uart_rx_data;
  wire M_uart_rx_new_data;
  reg M_uart_rx_rx;
  uart_rx #(.CLK_FREQ(CLK_FREQ), .BAUD(BAUD)) uart_rx(
    .clk(clk),
    .rst(n_rdy),
    .rx(M_uart_rx_rx),
    .data(M_uart_rx_data),
    .new_data(M_uart_rx_new_data)
  );
  wire M_uart_tx_tx;
  wire M_uart_tx_busy;
  reg M_uart_tx_block;
  reg [(4'd8)-1:0] M_uart_tx_data;
  reg M_uart_tx_new_data;
  uart_tx #(.CLK_FREQ(CLK_FREQ), .BAUD(BAUD)) uart_tx(
    .clk(clk),
    .rst(n_rdy),
    .block(M_uart_tx_block),
    .data(M_uart_tx_data),
    .new_data(M_uart_tx_new_data),
    .tx(M_uart_tx_tx),
    .busy(M_uart_tx_busy)
  );
  reg M_newSampleReg_d, M_newSampleReg_q = 0;
  reg [((4'd10))-1:0] M_sampleReg_d, M_sampleReg_q = 0;
  reg [((3'd4))-1:0] M_sampleChannelReg_d, M_sampleChannelReg_q = 0;
  reg [((2'd2))-1:0] M_byteCt_d, M_byteCt_q = 0;
  reg [((3'd4))-1:0] M_block_d, M_block_q = 0;
  reg M_busy_d, M_busy_q = 0;
  always @* begin
    M_newSampleReg_d = M_newSampleReg_q;
    M_sampleChannelReg_d = M_sampleChannelReg_q;
    M_byteCt_d = M_byteCt_q;
    M_busy_d = M_busy_q;
    M_block_d = M_block_q;
    M_sampleReg_d = M_sampleReg_q;
    n_rdy = ~M_cclk_detector_ready;
    M_cclk_detector_cclk = cclk;
    M_spi_slave_sck = spi_sck;
    M_spi_slave_mosi = spi_mosi;
    M_spi_slave_data_in = 8'hff;
    M_spi_slave_ss = spi_ss;
    M_uart_rx_rx = rx;
    M_uart_tx_data = tx_data;
    M_uart_tx_new_data = new_tx_data;
    M_uart_tx_block = M_busy_q;
    M_block_d = {M_block_q[((2'd2))-:((2'd2)-(1'd0)+1)], tx_block};
    new_sample = M_newSampleReg_q;
    sample = M_sampleReg_q;
    sample_channel = M_sampleChannelReg_q;
    tx_busy = M_uart_tx_busy;
    rx_data = M_uart_rx_data;
    new_rx_data = M_uart_rx_new_data;
    spi_channel = M_cclk_detector_ready ? channel : 4'bzzzz;
    spi_miso = M_cclk_detector_ready && !spi_ss ? M_spi_slave_miso : 1'bz;
    tx = M_cclk_detector_ready ? M_uart_tx_tx : 1'bz;
    M_newSampleReg_d = 1'd0;
    if (M_block_q[((2'd3))] ^ M_block_q[((2'd2))]) begin
      M_busy_d = 1'd0;
    end
    if (!M_uart_tx_busy && new_tx_data) begin
      M_busy_d = 1'd1;
    end
    if (spi_ss) begin
      M_byteCt_d = 1'd0;
    end
    if (M_spi_slave_done) begin
      if (M_byteCt_q == 1'd0) begin
        M_sampleReg_d[((3'd7))-:((3'd7)-(1'd0)+1)] = M_spi_slave_data_out;
        M_byteCt_d = 1'd1;
      end else begin
        if (M_byteCt_q == 1'd1) begin
          M_sampleReg_d[((4'd9))-:((4'd9)-(4'd8)+1)] = M_spi_slave_data_out[((1'd1))-:((1'd1)-(1'd0)+1)];
          M_sampleChannelReg_d = M_spi_slave_data_out[((3'd7))-:((3'd7)-(3'd4)+1)];
          M_byteCt_d = 2'd2;
          M_newSampleReg_d = 1'd1;
        end
      end
    end
  end
  always @(posedge clk) begin
    M_block_q <= M_block_d;
    M_busy_q <= M_busy_d;
    if (n_rdy == 1'b1) begin
      M_newSampleReg_q <= 0;
      M_sampleReg_q <= 0;
      M_sampleChannelReg_q <= 0;
      M_byteCt_q <= 0;
    end else begin
      M_newSampleReg_q <= M_newSampleReg_d;
      M_sampleReg_q <= M_sampleReg_d;
      M_sampleChannelReg_q <= M_sampleChannelReg_d;
      M_byteCt_q <= M_byteCt_d;
    end
  end
endmodule
module cclk_detector #(
    parameter CLK_FREQ = 50000000
  )(
    input clk,
    input rst,
    input cclk,
    output reg ready
  );
  parameter CTR_SIZE = $clog2(CLK_FREQ / 13'd5000);
  reg [((CTR_SIZE))-1:0] M_ctr_d, M_ctr_q = 0;
  always @* begin
    M_ctr_d = M_ctr_q;
    ready = (&M_ctr_q);
    if (cclk == 1'd0) begin
      M_ctr_d = 1'd0;
    end else begin
      if (!(&M_ctr_q)) begin
        M_ctr_d = M_ctr_q + 1'd1;
      end
    end
  end
  always @(posedge clk) begin
    if (rst == 1'b1) begin
      M_ctr_q <= 0;
    end else begin
      M_ctr_q <= M_ctr_d;
    end
  end
endmodule
module spi_slave #(
    parameter CPOL = 0,
    parameter CPHA = 0
  )(
    input clk,
    input rst,
    input ss,
    input mosi,
    output reg miso,
    input sck,
    output reg done,
    input [(4'd8)-1:0] data_in,
    output reg [(4'd8)-1:0] data_out
  );
  reg [((2'd3))-1:0] M_bit_ct_d, M_bit_ct_q = 0;
  reg [((4'd8))-1:0] M_data_d, M_data_q = 0;
  reg M_mosi_reg_d, M_mosi_reg_q = 0;
  reg M_miso_reg_d, M_miso_reg_q = 0;
  reg [((2'd2))-1:0] M_sck_reg_d, M_sck_reg_q = 0;
  reg M_ss_reg_d, M_ss_reg_q = 0;
  reg [((4'd8))-1:0] M_data_out_reg_d, M_data_out_reg_q = 0;
  reg M_done_reg_d, M_done_reg_q = 0;
  always @* begin
    M_sck_reg_d = M_sck_reg_q;
    M_mosi_reg_d = M_mosi_reg_q;
    M_done_reg_d = M_done_reg_q;
    M_ss_reg_d = M_ss_reg_q;
    M_data_d = M_data_q;
    M_bit_ct_d = M_bit_ct_q;
    M_data_out_reg_d = M_data_out_reg_q;
    M_miso_reg_d = M_miso_reg_q;
    miso = M_miso_reg_q;
    done = M_done_reg_q;
    data_out = M_data_out_reg_q;
    M_ss_reg_d = ss;
    M_mosi_reg_d = mosi;
    M_sck_reg_d = {M_sck_reg_q[((1'd0))], sck};
    M_done_reg_d = 1'd0;
    if (M_ss_reg_q) begin
      M_bit_ct_d = 3'b111;
      M_data_d = data_in;
      M_miso_reg_d = data_in[((3'd7))];
    end else begin
      if (M_sck_reg_q == (2'b01 ^ {2'd2{CPOL[((1'd0))] ^ CPHA[((1'd0))]}})) begin
        M_data_out_reg_d[((M_bit_ct_q))] = M_mosi_reg_q;
        M_bit_ct_d = M_bit_ct_q - 1'd1;
        if (M_bit_ct_q == 1'b0) begin
          M_done_reg_d = 1'd1;
          M_data_d = data_in;
        end
      end else begin
        if (M_sck_reg_q == (2'b10 ^ {2'd2{CPOL[((1'd0))] ^ CPHA[((1'd0))]}})) begin
          M_miso_reg_d = M_data_q[((M_bit_ct_q))];
        end
      end
    end
  end
  always @(posedge clk) begin
    M_mosi_reg_q <= M_mosi_reg_d;
    M_miso_reg_q <= M_miso_reg_d;
    M_sck_reg_q <= M_sck_reg_d;
    M_ss_reg_q <= M_ss_reg_d;
    M_data_out_reg_q <= M_data_out_reg_d;
    M_done_reg_q <= M_done_reg_d;
    if (rst == 1'b1) begin
      M_bit_ct_q <= 0;
      M_data_q <= 0;
    end else begin
      M_bit_ct_q <= M_bit_ct_d;
      M_data_q <= M_data_d;
    end
  end
endmodule
module uart_rx #(
    parameter CLK_FREQ = 50000000,
    parameter BAUD = 500000
  )(
    input clk,
    input rst,
    input rx,
    output reg [(4'd8)-1:0] data,
    output reg new_data
  );
  parameter CLK_PER_BIT = (CLK_FREQ + BAUD) / BAUD - 1'd1;
  parameter CTR_SIZE = $clog2(CLK_PER_BIT);
  localparam IDLE_state = 3'd0;
  localparam WAIT_HALF_state = 3'd1;
  localparam WAIT_FULL_state = 3'd2;
  localparam WAIT_HIGH_state = 3'd3;
  reg [((3))-1:0] M_state_d, M_state_q = IDLE_state;
  reg [((CTR_SIZE))-1:0] M_ctr_d, M_ctr_q = 0;
  reg [((2'd3))-1:0] M_bitCtr_d, M_bitCtr_q = 0;
  reg [((4'd8))-1:0] M_savedData_d, M_savedData_q = 0;
  reg M_newData_d, M_newData_q = 0;
  reg M_rxd_d, M_rxd_q = 0;
  always @* begin
    M_state_d = M_state_q;
    M_newData_d = M_newData_q;
    M_bitCtr_d = M_bitCtr_q;
    M_savedData_d = M_savedData_q;
    M_rxd_d = M_rxd_q;
    M_ctr_d = M_ctr_q;
    M_rxd_d = rx;
    M_newData_d = 1'd0;
    data = M_savedData_q;
    new_data = M_newData_q;
    case (M_state_q)
      IDLE_state: begin
        M_bitCtr_d = 1'd0;
        M_ctr_d = 1'd0;
        if (M_rxd_q == 1'd0) begin
          M_state_d = WAIT_HALF_state;
        end
      end
      WAIT_HALF_state: begin
        M_ctr_d = M_ctr_q + 1'd1;
        if (M_ctr_q == (CLK_PER_BIT >> 1'd1)) begin
          M_ctr_d = 1'd0;
          M_state_d = WAIT_FULL_state;
        end
      end
      WAIT_FULL_state: begin
        M_ctr_d = M_ctr_q + 1'd1;
        if (M_ctr_q == CLK_PER_BIT - 1'd1) begin
          M_savedData_d = {M_rxd_q, M_savedData_q[((3'd7))-:((3'd7)-(1'd1)+1)]};
          M_bitCtr_d = M_bitCtr_q + 1'd1;
          M_ctr_d = 1'd0;
          if (M_bitCtr_q == 3'd7) begin
            M_state_d = WAIT_HIGH_state;
            M_newData_d = 1'd1;
          end
        end
      end
      WAIT_HIGH_state: begin
        if (M_rxd_q == 1'd1) begin
          M_state_d = IDLE_state;
        end
      end
      default: begin
        M_state_d = IDLE_state;
      end
    endcase
  end
  always @(posedge clk) begin
    M_ctr_q <= M_ctr_d;
    M_bitCtr_q <= M_bitCtr_d;
    M_savedData_q <= M_savedData_d;
    M_newData_q <= M_newData_d;
    M_rxd_q <= M_rxd_d;
    if (rst == 1'b1) begin
      M_state_q <= IDLE_state;
    end else begin
      M_state_q <= M_state_d;
    end
  end
endmodule
module uart_tx #(
    parameter CLK_FREQ = 50000000,
    parameter BAUD = 500000
  )(
    input clk,
    input rst,
    output reg tx,
    input block,
    output reg busy,
    input [(4'd8)-1:0] data,
    input new_data
  );
  parameter CLK_PER_BIT = (CLK_FREQ + BAUD) / BAUD - 1'd1;
  parameter CTR_SIZE = $clog2(CLK_PER_BIT);
  localparam IDLE_state = 3'd0;
  localparam START_BIT_state = 3'd1;
  localparam DATA_state = 3'd2;
  localparam STOP_BIT_state = 3'd3;
  reg [((3))-1:0] M_state_d, M_state_q = IDLE_state;
  reg [((CTR_SIZE))-1:0] M_ctr_d, M_ctr_q = 0;
  reg [((2'd3))-1:0] M_bitCtr_d, M_bitCtr_q = 0;
  reg [((4'd8))-1:0] M_savedData_d, M_savedData_q = 0;
  reg M_txReg_d, M_txReg_q = 0;
  reg M_blockFlag_d, M_blockFlag_q = 0;
  always @* begin
    M_state_d = M_state_q;
    M_txReg_d = M_txReg_q;
    M_bitCtr_d = M_bitCtr_q;
    M_savedData_d = M_savedData_q;
    M_ctr_d = M_ctr_q;
    M_blockFlag_d = M_blockFlag_q;
    tx = M_txReg_q;
    busy = 1'd1;
    M_blockFlag_d = block;
    case (M_state_q)
      IDLE_state: begin
        M_txReg_d = 1'd1;
        if (!M_blockFlag_q) begin
          busy = 1'd0;
          M_bitCtr_d = 1'd0;
          M_ctr_d = 1'd0;
          if (new_data) begin
            M_savedData_d = data;
            M_state_d = START_BIT_state;
          end
        end
      end
      START_BIT_state: begin
        M_ctr_d = M_ctr_q + 1'd1;
        M_txReg_d = 1'd0;
        if (M_ctr_q == CLK_PER_BIT - 1'd1) begin
          M_ctr_d = 1'd0;
          M_state_d = DATA_state;
        end
      end
      DATA_state: begin
        M_txReg_d = M_savedData_q[((M_bitCtr_q))];
        M_ctr_d = M_ctr_q + 1'd1;
        if (M_ctr_q == CLK_PER_BIT - 1'd1) begin
          M_ctr_d = 1'd0;
          M_bitCtr_d = M_bitCtr_q + 1'd1;
          if (M_bitCtr_q == 3'd7) begin
            M_state_d = STOP_BIT_state;
          end
        end
      end
      STOP_BIT_state: begin
        M_txReg_d = 1'd1;
        M_ctr_d = M_ctr_q + 1'd1;
        if (M_ctr_q == CLK_PER_BIT - 1'd1) begin
          M_state_d = IDLE_state;
        end
      end
      default: begin
        M_state_d = IDLE_state;
      end
    endcase
  end
  always @(posedge clk) begin
    M_ctr_q <= M_ctr_d;
    M_bitCtr_q <= M_bitCtr_d;
    M_savedData_q <= M_savedData_d;
    M_txReg_q <= M_txReg_d;
    M_blockFlag_q <= M_blockFlag_d;
    if (rst == 1'b1) begin
      M_state_q <= IDLE_state;
    end else begin
      M_state_q <= M_state_d;
    end
  end
endmodule
```
==> run_results.csv <==
group,metric,value,unit
placed_design,placed_cell_area,0.00492,mm^2
drt,met2RoutedLength,3140,um
global_routing,globalRouteTotalUtil,10.6,%
drt,route.final.wire_length,7200,um
worst_setup_path,path_buffers,2,
floorplan,fp.dieW,122,um
status,status,"completed",
synthesis,sequential_share_of_the_synthesized_area,55.6,%
worst_setup_path,worstSetupEndpointType,"output pin",
clocking,worst_skew_pair_later_pin_latency,0.33,ns
clocking,cts-root-buf,"sky130_fd_sc_hd__clkbuf_16",
global_routing,global_route_wire_length_before_repair,12400,um
floorplan,ioPinCount,52,
drt,m1WireLength,3560,um
worst_setup_path,worstPathRequired,2.48,ns
synthesis,ys.flops,98,
worst_setup_path,critical_path_top_delay_cell,"sky130_fd_sc_hd__clkdlybuf4s50_1",
layout,final_core_util,37.4,%
drt,viasPerCell,4.55,
worst_hold_path,min-delay-path-class,"reg2reg",
drt,detail_route.drc_violations,0,
drt,routed.top_layer,"met4",
flow_run,maxCapViolCount,0,
drt,drt-wirelength-per-cell,11.7,um
clocking,path_clk_slew,0.06,ns
synthesis,synthesis.yosys.warnings,8,
layout,syn2layout_area_growth,20.5,%
final_timing,finalSetupViolCount,0,
drt,route.antenna.diode_count,0,
drt,detailroute.via_count,2792,
synthesis,edf_count,45,
pwr,vdd.ir_drop.worst,344,uV
worst_setup_path,cp-start-kind,"flop",
floorplan,row_count,43,
synthesis,synth_stat.cells,387,
synthesis,topCellsByArea,"sky130_fd_sc_hd__edfxtp_1 (31%), sky130_fd_sc_hd__dfxtp_1 (24%), sky130_fd_sc_hd__ha_1 (6.9%)",
clocking,cts-buffers-inserted,9,
worst_setup_path,worstPathCellList,"inv_1 -> ha_1 -> nand2b_1 -> clkdlybuf4s50_1",
global_routing,first_global_vias,2680,
floorplan,die_area,0.0149,mm^2
floorplan,initial_core_util,31.0,%
clocking,hold_buf_count_cts,0,
floorplan,coreArea,0.0140,mm^2
synthesis,synthMostInstantiatedCell,"sky130_fd_sc_hd__dfxtp_1",
layout,layout-drive-gt1-share,6.00,%
clocking,clockBufferDepth,2,
synthesis,synthFlopType,"sky130_fd_sc_hd__dfxtp_1",
final_timing,finalClockSkew,0.00559,ns
synthesis,synthDominantAreaCellType,"sky130_fd_sc_hd__edfxtp_1",
worst_setup_path,critical_path.max_stage_delay,0.47,ns
global_routing,grt_max_degree,27,
synthesis,top_area_share,31.2,%
clocking,ctsHtreeMaxLevel,3,
worst_setup_path,setup.worst_path.class,"reg2out",
clocking,post-cts-setup-buffers,0,
final_timing,min_cycle_time_layout,2.37,ns
clocking,clock_tree_from_tritoncts,"built",
final_timing,timing.max_slew.rel_slack,48.9,%
synthesis,ys_types,53,
pwr,power_density,507,mW/mm^2
worst_setup_path,critical_path_arrival,1.75,ns
synthesis,synth-area-yosys,0.00434,mm^2
placed_design,detailedPlacementHpwl,5120,um
worst_setup_path,critical-path-top-delay-family,"buffers and inverters",
final_timing,fmaxAchievable,422,MHz
final_timing,totalNegativeSetupSlack,0,ns
placed_design,place.gp.congestion,0.832,
pwr,cellLeakagePower,1.94,nW
clocking,clock-sinks,98,
final_timing,hold_viol,0,
synthesis,synthesis.area_per_instance,11.2,um^2
clocking,ctsResizeCount,0,
final_timing,rsz0062_at_grt,"no",
synthesis,synth_cells,387,
drt,firstDrtPassIters,5,
floorplan,die_h,122,um
global_routing,globalRouteOverflowTotal,0,
final_timing,finalClockPeriodUsage,76.5,%
worst_setup_path,crit_fanout,5,
synthesis,netlist_area,0.00434,mm^2
drt,met3WireLength,410,um
synthesis,synth.top_cells.by_count,"sky130_fd_sc_hd__dfxtp_1 (53), sky130_fd_sc_hd__nor2_1 (50), sky130_fd_sc_hd__edfxtp_1 (45)",
final_timing,final_max_slew_viol_count,0,
placed_design,placement.io_buffers,43,
final_timing,tightestPinTransition,0.765,ns
flow_run,log.warning_count,38,
layout,postLayoutCellArea,0.00523,mm^2
drt,drt_first_iter_violations,197,
synthesis,synth-async-reset-ratio,0,%
global_routing,grt_antenna_before_repair,0,
drt,final_antenna_net_count,0,
[cell families (layout without fill, tap and decap cells)]
group	Yosys count	after routing	synth area share [%]
AND/OR/NAND/NOR	134	134	15.7
buffers and inverters	32	78	3.43
adder cells (fa/ha/maj)	24	24	6.92
flip-flops	98	98	55.6
multiplexers	26	26	6.43
XOR/XNOR	12	12	2.42
AND-OR/OR-AND	61	61	9.43
[where the power goes]
group | switching (W) | internal, W | total, W
combinational | 0.0000571 | 0.0000689 | 0.000126
sequential | 0.0000348 | 0.00140 | 0.00144
clock | 0.000445 | 0.000640 | 0.00109
total | 0.000537 | 0.00211 | 0.00265
[flip-flops by register name, summed over array words and instances (netlist names), 2 cells and up]
name / cells
uart_rx.M_ctr_q: 7
cclk_detector.M_ctr_q: 14
spi_slave.M_sck_reg_q: 2
M_sampleChannelReg_q: 4
uart_rx.M_state_q: 2
spi_slave.M_bit_ct_q: 3
uart_rx.M_savedData_q: 8
M_sampleReg_q: 10
uart_tx.M_bitCtr_q: 3
uart_rx.M_bitCtr_q: 3
spi_slave.M_data_out_reg_q: 8
uart_tx.M_savedData_q: 8
M_byteCt_q: 2
uart_tx.M_state_q: 2
M_block_q: 4
uart_tx.M_ctr_q: 7
[cell usage in the layout (no fill, tap or decap), drive strengths merged, types with 3 or more instances in the layout]
master,netlist,routed
clkbuf,5,14
a21oi,15,15
nand3,14,14
a211oi,3,3
edfxtp,45,45
or4,5,5
o31ai,3,3
a21o,4,4
a31oi,4,4
nand2b,12,12
a21boi,3,3
nor2,50,50
nand2,17,17
nor2b,6,6
nor3,4,4
clkdlybuf4s50,0,43
and3,6,6
and4,3,3
inv,17,17
dfxtp,53,53
ha,24,24
and2,9,9
o21ai,11,11
xor2,4,4
mux2,5,5
xnor2,8,8
mux2i,20,20
o21bai,3,3
[stage by stage]
stage / setup slack [ns] / total power [W] / instances / hold slack (ns)
finish: 0.729 / 0.00265 / 613 / 0.331
global route: 0.581 / 0.00276 / 613 / 0.353
CTS: 0.706 / 0.00269 / 613 / 0.338
detailed placement: 0.796 / 0.00159 / 597 / 0.322
global placement: 0.843 / 0.00159 / 597 / 0.317
floorplan: 0.806 / 0.00154 / 387 / 0.310
[path summary, 6_finish.rpt]
| path | from | endpoint | slack [ns] | depth (start not counted) |
|---|---|---|---|---|
| min | M_block_q[1] | M_block_q[2] | 0.33 | 0 |
| min reg2reg | M_block_q[1] | M_block_q[2] | 0.33 | 0 |
| max | uart_tx.M_state_q[0] | tx_busy | 0.73 | 4 |
| max reg2reg | spi_slave.M_bit_ct_q[0] | spi_slave.M_data_out_reg_q[4] | 0.76 | 6 |
[layout make-up]
type | instances | area [um^2]
fillers | 1352 | 8760
flip-flops and latches | 98 | 2410
multi-input cells | 257 | 1780
repair buffers | 45 | 445
clock buffers | 14 | 285
well taps | 180 | 225
inverters | 17 | 63.8
clock inverters | 2 | 17.5
[worst reg2reg max path: stages, from the launching register on]
cell                      delay [ns]
sky130_fd_sc_hd__dfxtp_1        0.50
sky130_fd_sc_hd__inv_1          0.08
sky130_fd_sc_hd__ha_1           0.20
sky130_fd_sc_hd__ha_1           0.40
sky130_fd_sc_hd__inv_1          0.13
sky130_fd_sc_hd__or4_1          0.49
sky130_fd_sc_hd__mux2_2         0.28
[layer usage]
layer	GRT usage [%]	vias to the layer above
met3	3.56	6
met2	15.9	54
li1	-	1461
met4	1.07	0
met1	15.8	1271
met5	0	-
No activity file was given, so power comes from the tool's default toggle rates.
